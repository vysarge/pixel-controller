[flow/constraint.sdc]
current_design debounce

set clk_period 4.1
set clk_io_pct 0.2

create_clock -name clk0 -period $clk_period [get_ports {clock}]

set non_clock_inputs [all_inputs -no_clocks]
set_input_delay [expr $clk_period * $clk_io_pct] -clock clk0 $non_clock_inputs
set_output_delay [expr $clk_period * $clk_io_pct] -clock clk0 [all_outputs]
[flow/config.mk]
export PLATFORM = sky130hd
export DESIGN_NAME = debounce
export DESIGN_NICKNAME = debounce
export VERILOG_FILES = /design/flow/design.v
export SDC_FILE = /design/flow/constraint.sdc
export NUM_CORES = 4
export LEC_CHECK = 1
export CORE_AREA = 10 10 80 80
export DIE_AREA = 0 0 90 90
[flow/run.sh]
#!/bin/bash
# OpenROAD 26Q1-2900-gdf79404cd8, Yosys 0.63+post, stock flow scripts
make -C /OpenROAD-flow-scripts/flow DESIGN_CONFIG=/design/flow/config.mk WORK_HOME=/design/flow/orfs finish
[flow/design.v]
module pipeliner #(parameter CYCLES=1, parameter LOG=1, parameter WIDTH = 1)
                  (input reset,
                  input clock,
                  input [WIDTH-1:0] in,
                  output reg [WIDTH-1:0] out);
    reg [WIDTH-1:0] buffer [CYCLES-1:0];
    reg [LOG-1:0] i;  
    always @(posedge clock) begin
        if (reset) begin  
            for (i = 0; i < CYCLES; i = i+1) begin
                buffer[i] <= 0;
            end
            i <= 0;
            out <= 0;
        end
        else begin
            out <= buffer[i];
            if (i == CYCLES-1) begin
                i <= 0;
            end
            else begin
                i <= i + 1;
            end
            buffer[i] <= in;
        end
    end
endmodule
module debounce #(parameter DELAY=270000)    
	        (input reset, clock, noisy,
	         output reg clean);
   reg [18:0] count;
   reg new;
   always @(posedge clock)
     if (reset)
       begin
	  count <= 0;
	  new <= noisy;
	  clean <= noisy;
       end
     else if (noisy != new)
       begin
	  new <= noisy;
	  count <= 0;
       end
     else if (count == DELAY)
       clean <= new;
     else
       count <= count+1;
endmodule
==> Slide: Implementation Results <==
Synthesis and Place & Route Summary

Die
  – Core Footprint: 4723 sq um
  – # IOs: 4
  – Cell Rows: 25
  – Chip area: 8100 sq um
  – Die outline width: 90 um
  – Overall die height: 90 um
  – Core Util at FP: 22.68%

Route
  – Remaining routing DRC violations: 0
  – # diodes: 0
  – Post-DR vias/cell: 4.347
  – Final Routed Wirelength: 2007 um
  – WL/cell: 10.56 um
  – Drt first-iter violations: 30
  – Total number of vias: 826
  – Number of nets still failing antenna checks after routing: 0
  – Router iterations before antenna repair: 4

Setup path
  – Kind of launch point of the worst setup path: input port
  – Bufs and invs on worst path: 2
  – Delay of the slowest critical-path stage: 0.50 ns
  – Crit-path slowest cell: sky130_fd_sc_hd__clkdlybuf4s50_1
  – End of the worst register-to-register path: clean
  – Critical path, cell by cell: clkdlybuf4s50_1 -> xor2_1 -> nor2_1 -> inv_1
  – Critical Setup Path Class: in -> reg
  – Number of cell instances on the worst register-to-register path: 6
  – Critical path required time: 4.00 ns
  – Setup slack, reg-to-reg: 2.31 ns
  – Critical-path maximum fanout: 16
  – Reg-to-reg critical path startpoint: count[0]
  – Kind of cell adding the most delay to the critical path: buffers and inverters
  – Arrival time of data at the critical path endpoint: 2.16 ns
  – Setup crit end kind: flop

Synthesis
  – Chip area line of the yosys report: 1071 sq um
  – Summed instance area of the synthesized netlist: 1071 sq um
  – Proportion of synthesized chip area in sequential cells: 41.12%
  – Mean Syn Cell Area: 9.154 sq um
  – Number of warnings reported in the yosys synthesis log: 1
  – Flops & latches, synth: 21
  – Gate Count Post-Synth: 117
  – Yosys Instances: 117
  – Post-synth cell types: 32

Clocking
  – Clock slew at reported path FFs: 0.07 ns
  – Total of hold buffers inserted after clock tree synthesis: 0
  – Clock latency reported for the late side of the worst-skew pair: 0.25 ns
  – TritonCTS clock tree: built
  – Number of levels the H-tree was split into: 1
  – Max Root-Sink Buffers: 2
  – Root buffer cell: sky130_fd_sc_hd__clkbuf_8
  – Clock sink total: 21
  – TritonCTS buffer count: 3
  – Buffer count from post-CTS setup fixing: 0
  – Post-cts resize count: 0

Timing
  – Final worst-path cycle share: 55.27%
  – Unrepaired setup endpoints after global routing: false
  – Final period demand of the worst path: 2.266 ns
  – Sum of negative setup slack: 0 ns
  – Worst hold slack across all endpoints: 0.4808 ns
  – Remaining max-slew budget at the tightest pin: 66.54%
  – Actual slew at the worst max-slew pin: 0.5014 ns
  – Final hold vios: 0
  – Layout Skew: 0.002057 ns
  – Timing-limited maximum frequency: 441.3 MHz
  – Final setup fails: 0
  – Max-slew violation count: 0

Layout
  – Area added between synthesis and finish: 14.49%
  – Fraction of final layout cells sized beyond drive strength 1: 8.943%
  – Final cell count without fillers: 190
  – Commonest cells after routing, fill and taps aside: sky130_fd_sc_hd__dfxtp_1, sky130_fd_sc_hd__nor2_1, sky130_fd_sc_hd__nand2_1
  – Most common cell after layout, fill and taps aside: sky130_fd_sc_hd__dfxtp_1
  – Number of inserted filler cells in the final layout: 505

Global routing
  – Maximum number of pins on one net before global-route repair: 17
  – Leftover overflow at the end of global routing: 0
  – Initial antenna violation count: 0
  – Total global routing track utilization: 4.866%
  – Via count of the first global-routing pass: 786
  – First-pass GRT wire length: 3519 um

Min path
  – Worst min path class: reg -> reg
  – Cell depth of the worst hold path: 2
  – WHS Endpoint: count[18]
  – Worst hold start: count[18]

Placement
  – Total of buffers placed on input and output ports: 3
  – Last weighted congestion value of the routability-driven placer: 0.8317
  – Sum of net half-perimeters after detailed placement: 1484 um
  – Placed Instances: 186

Outcome
  – Result of the run: finished clean

Pwr
  – Maximum vdd ir drop: 143.6 uV
  – Total power per unit cell area: 295.2 nW/um^2
  – Leakage: 0.3672 nW

Flow run
  – Warning total across the stage logs: 26
  – Number of maximum-capacitance constraint violations: 0
-- cells in the mapped netlist --
cell type	n	share of area [%]
sky130_fd_sc_hd__nor4bb_1	1	0.93
sky130_fd_sc_hd__xnor2_1	9	7.4
sky130_fd_sc_hd__o31a_1	1	0.82
sky130_fd_sc_hd__nor4_2	1	1.2
sky130_fd_sc_hd__inv_1	6	2.1
sky130_fd_sc_hd__xor2_1	4	3.3
sky130_fd_sc_hd__nor4b_1	2	1.6
sky130_fd_sc_hd__o21ai_0	3	1.4
sky130_fd_sc_hd__buf_1	1	0.35
sky130_fd_sc_hd__or3_2	1	0.70
sky130_fd_sc_hd__or4b_2	1	0.93
sky130_fd_sc_hd__nor3_2	1	0.93
sky130_fd_sc_hd__nand4_4	2	4.0
sky130_fd_sc_hd__nor3_1	2	0.93
sky130_fd_sc_hd__nand3_1	8	3.7
sky130_fd_sc_hd__ha_1	2	2.3
sky130_fd_sc_hd__a21oi_1	2	0.93
sky130_fd_sc_hd__a21o_1	1	0.70
sky130_fd_sc_hd__o21a_1	1	0.70
sky130_fd_sc_hd__and4_1	1	0.82
sky130_fd_sc_hd__and3_2	1	0.70
sky130_fd_sc_hd__or3_1	4	2.3
sky130_fd_sc_hd__mux2_2	1	1.1
sky130_fd_sc_hd__nor2_1	13	4.6
sky130_fd_sc_hd__nand4_1	5	2.9
sky130_fd_sc_hd__a31oi_1	1	0.58
sky130_fd_sc_hd__and3_1	1	0.58
sky130_fd_sc_hd__nor4_1	7	4.1
sky130_fd_sc_hd__nand2_1	10	3.5
sky130_fd_sc_hd__dfxtp_1	19	36
sky130_fd_sc_hd__edfxtp_1	2	5.6
sky130_fd_sc_hd__mux2i_1	3	2.8
-- per-layer routing --
layer,GRT usage (%),part of all wire [%],vias to the layer above
met5,0,0,-
met4,1.592,2.7,0
met3,0.1676,1.0,4
met2,7.688,45,10
met1,7.042,52,376
li1,-,-,436
-- worst max path at each step --
stage,start,end,cells after the start
CTS,noisy,new,4
global route,noisy,new,4
finish,noisy,new,4
-- cell type report --
class | instances | area, sq um | share of cell area, %
tap | 67 | 83.83 | 6.837
timing repair buffer | 3 | 30.03 | 2.449
inverter | 6 | 22.52 | 1.837
sequential | 21 | 440.4 | 35.92
clock buffer | 4 | 45.04 | 3.673
multi-input combinational | 89 | 604.3 | 49.29
-- sequential cells by signal (all words and copies together), names as in the netlist --
register  flops
count        19
new           1
clean         1
-- tightest hold or removal path: stages (launching register included) --
cell and delay (ns):
sky130_fd_sc_hd__dfxtp_1 0.31, sky130_fd_sc_hd__o21ai_0 0.07, sky130_fd_sc_hd__a21oi_1 0.06
-- where the power goes --
| part | switching, mW | internal, mW | leakage [nW] |
|---|---|---|---|
| sequential | 0.00295 | 0.211 | 0.173 |
| combinational | 0.0114 | 0.00787 | 0.171 |
| clock | 0.0597 | 0.0690 | 0.0228 |
| total | 0.0741 | 0.288 | 0.367 |
-- cells by family (layout without fill, tap and decap cells) --
family | Yosys count | in the layout | share of synthesized area [%]
flops | 21 | 21 | 41.12
fa+ha+maj | 2 | 2 | 2.336
buf+inv | 7 | 13 | 2.453
xor+xnor | 13 | 13 | 10.63
compound gates | 9 | 9 | 5.141
mux | 4 | 4 | 3.855
simple gates | 61 | 61 | 34.46
-- stage by stage --
step                      instance area [sq um]  utilization (%)  power [mW]  worst slack [ns]
after floorplan                            1071                -      0.2305             2.169
after global placement                     1181            25.01      0.2381             1.580
after detailed placement                   1181            25.01      0.2385             1.551
after CTS                                  1226            25.96      0.3698             1.823
after global routing                       1226            25.96      0.3794             1.678
final                                      1226            25.96      0.3619             1.834
Power figures rest on the tool's default switching activity, not on a simulated workload.
