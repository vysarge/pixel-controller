### flow/config.mk
export PLATFORM = sky130hd
export DESIGN_NAME = xvga
export DESIGN_NICKNAME = xvga
export VERILOG_FILES = /design/flow/design.v
export SDC_FILE = /design/flow/constraint.sdc
export NUM_CORES = 4
export LEC_CHECK = 1
export CORE_AREA = 10 10 92 92
export DIE_AREA = 0 0 102 102
### flow/constraint.sdc
current_design xvga

set clk_period 3.4
set clk_io_pct 0.2

create_clock -name clk0 -period $clk_period [get_ports {vclock}]

set non_clock_inputs [all_inputs -no_clocks]
set_input_delay [expr $clk_period * $clk_io_pct] -clock clk0 $non_clock_inputs
set_output_delay [expr $clk_period * $clk_io_pct] -clock clk0 [all_outputs]
### flow/design.v
`timescale 1ns / 1ps
module xvga(input vclock,
            output reg [10:0] hcount,     
            output reg [10:0] vcount,	  
            output reg vsync,hsync,blank);
   reg hblank,vblank;
   wire hsyncon,hsyncoff,hreset,hblankon;
   assign hblankon = (hcount == 1023);    
   assign hsyncon = (hcount == 1047);
   assign hsyncoff = (hcount == 1183);
   assign hreset = (hcount == 1343);
   wire vsyncon,vsyncoff,vreset,vblankon;
   assign vblankon = hreset & (vcount == 767);    
   assign vsyncon = hreset & (vcount == 776);
   assign vsyncoff = hreset & (vcount == 782);
   assign vreset = hreset & (vcount == 805);
   wire next_hblank,next_vblank;
   assign next_hblank = hreset ? 0 : hblankon ? 1 : hblank;
   assign next_vblank = vreset ? 0 : vblankon ? 1 : vblank;
   always @(posedge vclock) begin
      hcount <= hreset ? 0 : hcount + 1;
      hblank <= next_hblank;
      hsync <= hsyncon ? 0 : hsyncoff ? 1 : hsync;   
      vcount <= hreset ? (vreset ? 0 : vcount + 1) : vcount;
      vblank <= next_vblank;
      vsync <= vsyncon ? 0 : vsyncoff ? 1 : vsync;   
      blank <= next_vblank | (next_hblank & ~hreset);
   end
endmodule
### flow/run.sh
#!/bin/bash
# OpenROAD 26Q1-2900-gdf79404cd8, Yosys 0.63+post, stock flow scripts
make -C /OpenROAD-flow-scripts/flow DESIGN_CONFIG=/design/flow/config.mk WORK_HOME=/design/flow/orfs finish
==> impl_metrics.csv <==
group,metric,value,unit
timing,tightest_slew,0.552,ns
routing,via_per_inst,4.28,
grt,grt_pass1_vias,940,
synthesis,synth_cell_types,41,
finish,final_cell_mix,"clkdlybuf4s50_1 (25), dfxtp_1 (16), nor2_1 (14)",
run,warnings,28,
synthesis,yosys_area,1330,sq um
critical_path,crit_type,"reg -> reg",
worst_hold_path,hp-start,"hblank",
pwr,pwr-share-seq,63.9,%
synthesis,yosys_cells,132,
timing,fmax,408,MHz
placed_design,placed_cells,232,
clock_tree,ctsHoldBuffers,0,
finish,stdcell_area,1710,sq um
timing,post-route-period-util,72.1,%
routing,wire_per_inst,12.6,um
pwr,vdd_ir_drop_max,0.130,mV
timing,rsz0062_at_grt,"false",
synthesis,mux_area_share,1.50,%
routing,wl,2970,um
synthesis,synthCells,132,
timing,max-slew-margin-rel,63.0,%
pwr,comb_power_share,0,%
routing,antennaDiodeCount,0,
floorplanning,die_h,102,um
finish,layout_top_cell,"clkdlybuf4s50_1",
synthesis,async_flop_share,0,%
pwr,power_density,305,nW/um^2
finish,syn2layout_area_growth,28.5,%
critical_path,worstSetupStartpointType,"flip-flop",
floorplanning,chipArea,10400,sq um
grt,grt_usage,5.84,%
critical_path,cp.arrival,2.46,ns
clock_tree,cts_sinks,27,
pwr,p_leak,0.598,nW
floorplanning,num_rows,29,
grt,grt_max_degree,19,
critical_path,crit_chain,"or4_2 -> or4_4 -> nor3_2 -> nor2_1",
clock_tree,ctsResizeCount,0,
synthesis,ff_type,"dfxtp_1",
synthesis,ys_seq_share,48.8,%
critical_path,critPathSlowestCell,"or4_2",
synthesis,numSynthFlops,27,
routing,drt_iter0_markers,85,
pwr,power_switching,0.105,mW
timing,maxSlewViolCount,0,
clock_tree,cts_root_buf,"clkbuf_8",
finish,drive_gt1_share,8.81,%
clock_tree,numCtsBuffers,3,
routing,vias,1009,
timing,hold_viol_final,0,
routing,ant_nets,0,
timing,setup-violations-final,0,
synthesis,syn_area_per_cell,10.1,sq um
clock_tree,tritoncts,"built",
finish,combGateArea,634,sq um
clock_tree,post_cts_buffers,0,
pwr,p_int,0.418,mW
synthesis,synthesis.area,1330,sq um
synthesis,ys_sh_adder,4.69,%
routing,firstDrtPassIters,4,
clock_tree,clk_pin_slew,0.10,ns
placed_design,hpwl,2210,um
synthesis,synth-edff-count,11,
finish,seq_area,651,sq um
placed_design,place.gp.congestion,0.820,
synthesis,ys_sh_simple,26.0,%
timing,final.setup_skew,0.0129,ns
finish,nFillCells,679,
worst_hold_path,hold_class,"reg -> reg",
pwr,p_sw_share,20.1,%
clock_tree,htreeDepth,1,
critical_path,crit_start,"vcount[6]",
critical_path,reg2reg_from,"vcount[6]",
critical_path,max_stage_delay,0.69,ns
finish,fin_cells,236,
pwr,p_clk_share,36.1,%
clock_tree,cts.path.max_buffers,2,
run,cap_violations,0,
floorplanning,core_area,6460,sq um
run_status,outcome,"completed",
timing,fin_setup_tns,0,ns
critical_path,critPathMaxFanout,9,
synthesis,synth-xor-area-share,9.20,%
grt,overflow,0,
floorplanning,die_w,102,um
floorplanning,pin_count,26,
timing,fin_crit,2.45,ns
critical_path,critical_path_required,3.41,ns
grt,antenna_found_initial,0,
clock_tree,clkLatencyLatePin,0.28,ns
synthesis,yosys.area_share.aoi,6.20,%
placed_design,place_area,1670,sq um
critical_path,crit_path_end_kind,"flip-flop",
floorplanning,fp_util,20.6,%
grt,grt_pass1_wl,4930,um
placed_design,port_buffers,25,
synthesis,yosys_warnings,1,
synthesis,top_logic_kind,"simple AND/OR/NAND/NOR gates",
routing,drc,0,
[power by group through the flow]
stage     Sequential [mW]  Clock (mW)  Combinational, mW
4_1_cts             0.334       0.197        0.000000315
5_1_grt             0.334       0.210        0.000000315
6_report            0.334       0.189        0.000000315
[sequential cells by signal, summed over array words and instances (netlist names)]
| name | count |
|---|---|
| hcount | 11 |
| hblank | 1 |
| vsync | 1 |
| vblank | 1 |
| vcount | 11 |
| blank | 1 |
| hsync | 1 |
[cell type report]
class                   count  share of cell area (%)
flip-flops and latches     27                    38.0
clock buffers               3                    2.41
multi-input cells          95                    37.0
well taps                  77                    5.62
clock inverters             1                   0.365
inverters                   7                    1.53
repair buffers             26                    15.0
[Yosys cell counts, types with 2 or more instances]
| master | n | share of area [%] |
|---|---|---|
| inv_1 | 7 | 2.0 |
| nand2_1 | 13 | 3.7 |
| nor3_1 | 2 | 0.75 |
| and3_1 | 3 | 1.4 |
| nor2_1 | 14 | 3.9 |
| o21ai_0 | 2 | 0.75 |
| dfxtp_1 | 16 | 24 |
| nor2b_1 | 2 | 0.94 |
| nand4_1 | 3 | 1.4 |
| xnor2_1 | 9 | 5.9 |
| nand3_1 | 6 | 2.3 |
| nor4_1 | 3 | 1.4 |
| a21oi_1 | 3 | 1.1 |
| and4_1 | 2 | 1.3 |
| ha_1 | 5 | 4.7 |
| edfxtp_1 | 11 | 25 |
| mux2i_1 | 2 | 1.5 |
| xor2_1 | 5 | 3.3 |
| or2b_2 | 2 | 1.3 |
[routing by layer]
layer / vias up / track usage [%] / routed length [um]
met5: - / 0 / 0
met4: 0 / 0.759 / 24
met3: 2 / 1.64 / 164
met2: 16 / 8.00 / 1270
met1: 467 / 9.12 / 1510
li1: 524 / - / -
[path summary, 6_finish.rpt]
path	endpoint	slack [ns]	cells past startpoint
worst max register to register	vcount[9]	0.95	4
worst max-delay path	vcount[9]	0.95	4
worst min register to register	hblank	0.48	2
worst min-delay path	hblank	0.48	2
[cell families (layout without fill, tap and decap cells)]
kind of cell / count (synthesis) / count (layout)
AND-OR/OR-AND: 12 / 12
multiplexers: 2 / 2
XOR/XNOR: 14 / 14
buffers and inverters: 10 / 37
AND/OR/NAND/NOR: 62 / 62
adder cells (fa/ha/maj): 5 / 5
flip-flops: 27 / 27
[worst max-delay path, delay by kind of cell, from the launching register on]
family | cells | cell delay (ns)
flops | 1 | 0.47
simple gates | 4 | 1.73
[per-stage QoR]
step / hold WS [ns] / total power, mW / setup WS [ns] / utilization, %
floorplan: 0.418 / 0.341 / 1.05 / -
CTS: 0.483 / 0.531 / 0.943 / 26.5
detailed placement: 0.456 / 0.341 / 0.942 / 25.8
global route: 0.504 / 0.544 / 0.823 / 26.5
finish: 0.475 / 0.523 / 0.949 / 26.5
global placement: 0.443 / 0.341 / 0.989 / 25.8
Power figures rest on the tool's default switching activity, not on a simulated workload.
